==> design.v <==
module Register(
        input[31:0] writeToReg,
        input enable,
        input clk,
        input reset,
        output reg [31:0] data
    );
    always @(posedge clk or posedge reset) begin
        if (reset) begin
            data <= 32'b0;
        end else begin
            if (enable) begin
                data <= writeToReg;
            end
        end
    end
endmodule 
module RegisterFile(
        input reg_write,
        input clk,
        input reset,
        input[4:0] read_register1,
        input[4:0] read_register2,
        input[4:0] write_register,
        input[31:0] write_data,
        output reg[31:0] read_data1,
        output reg[31:0] read_data2
    );
    reg[0:31] enableSignals;
    wire[31:0] data_bus[0:31];
	 always @(*) begin
			enableSignals = {32{1'b0}};
			if (reg_write) begin
					enableSignals[write_register] = 1'b1;
			end
			read_data1 = data_bus[read_register1];
         read_data2 = data_bus[read_register2];
	 end
    Register register0 (write_data, enableSignals[0], clk, reset, data_bus[0]);
    Register register1 (write_data, enableSignals[1], clk, reset, data_bus[1]);
    Register register2 (write_data, enableSignals[2], clk, reset, data_bus[2]);
    Register register3 (write_data, enableSignals[3], clk, reset, data_bus[3]);
    Register register4 (write_data, enableSignals[4], clk, reset, data_bus[4]);
    Register register5 (write_data, enableSignals[5], clk, reset, data_bus[5]);
    Register register6 (write_data, enableSignals[6], clk, reset, data_bus[6]);
    Register register7 (write_data, enableSignals[7], clk, reset, data_bus[7]);
    Register register8 (write_data, enableSignals[8], clk, reset, data_bus[8]);
    Register register9 (write_data, enableSignals[9], clk, reset, data_bus[9]);
    Register register10 (write_data, enableSignals[10], clk, reset, data_bus[10]);
    Register register11 (write_data, enableSignals[11], clk, reset, data_bus[11]);
    Register register12 (write_data, enableSignals[12], clk, reset, data_bus[12]);
    Register register13 (write_data, enableSignals[13], clk, reset, data_bus[13]);
    Register register14 (write_data, enableSignals[14], clk, reset, data_bus[14]);
    Register register15 (write_data, enableSignals[15], clk, reset, data_bus[15]);
    Register register16 (write_data, enableSignals[16], clk, reset, data_bus[16]);
    Register register17 (write_data, enableSignals[17], clk, reset, data_bus[17]);
    Register register18 (write_data, enableSignals[18], clk, reset, data_bus[18]);
    Register register19 (write_data, enableSignals[19], clk, reset, data_bus[19]);
    Register register20 (write_data, enableSignals[20], clk, reset, data_bus[20]);
    Register register21 (write_data, enableSignals[21], clk, reset, data_bus[21]);
    Register register22 (write_data, enableSignals[22], clk, reset, data_bus[22]);
    Register register23 (write_data, enableSignals[23], clk, reset, data_bus[23]);
    Register register24 (write_data, enableSignals[24], clk, reset, data_bus[24]);
    Register register25 (write_data, enableSignals[25], clk, reset, data_bus[25]);
    Register register26 (write_data, enableSignals[26], clk, reset, data_bus[26]);
    Register register27 (write_data, enableSignals[27], clk, reset, data_bus[27]);
    Register register28 (write_data, enableSignals[28], clk, reset, data_bus[28]);
    Register register29 (write_data, enableSignals[29], clk, reset, data_bus[29]);
    Register register30 (write_data, enableSignals[30], clk, reset, data_bus[30]);
    Register register31 (write_data, enableSignals[31], clk, reset, data_bus[31]);
endmodule 
==> run.sh <==
#!/bin/bash
# OpenROAD 26Q1-2900-gdf79404cd8, Yosys 0.63+post, stock flow scripts
make -C /OpenROAD-flow-scripts/flow DESIGN_CONFIG=/design/flow/config.mk WORK_HOME=/design/flow/orfs finish
==> config.mk <==
export PLATFORM = sky130hd
export DESIGN_NAME = RegisterFile
export DESIGN_NICKNAME = RegisterFile
export VERILOG_FILES = /design/flow/design.v
export SDC_FILE = /design/flow/constraint.sdc
export NUM_CORES = 4
export LEC_CHECK = 1
export CORE_UTILIZATION = 40
==> constraint.sdc <==
current_design RegisterFile

set clk_period 8.4
set clk_io_pct 0.2

create_clock -name clk0 -period $clk_period [get_ports {clk}]

set non_clock_inputs [all_inputs -no_clocks]
set_input_delay [expr $clk_period * $clk_io_pct] -clock clk0 $non_clock_inputs
set_output_delay [expr $clk_period * $clk_io_pct] -clock clk0 [all_outputs]
==> flow_metrics.env <==
# implementation run metrics
export IMPL_grtUsageMet2_pct=54.4
export IMPL_cts_hold_fix_buffers=0
export IMPL_portBuffers=113
export IMPL_io_pins=114
export IMPL_status="complete, no violations"
export IMPL_fin_crit_ps=7760
export IMPL_total_power_w=0.0149
export IMPL_rsz0062_at_grt="false"
export IMPL_power_static_leakage_nw=26.5
export IMPL_critPathArrivalTime_ps=6080
export IMPL_dpl_hpwl_microns=160000
export IMPL_edf_count=0
export IMPL_via_per_inst=7.09
export IMPL_topCellsByArea="dfrtp_1 (50%), mux2_2 (22%), a22oi_1 (12%)"
export IMPL_async_reset_ff_share_pct=100
export IMPL_flop_cell="dfrtp_1"
export IMPL_drc=0
export IMPL_cp_max_fo=24
export IMPL_worst_slew_pin_slew_ps=1170
export IMPL_ctsHtreeMaxLevel=3
export IMPL_core_area_sq_um=126000
export IMPL_die_area_sq_um=129000
export IMPL_setup_tns_ps=0
export IMPL_ir_drop_uv=211
export IMPL_postSynthSeqShare_pct=50.0
export IMPL_post_cts_buffers=0
export IMPL_top_usage_layer="met2"
export IMPL_rr_startpoint="register29.data[24]"
export IMPL_p_sw_share_pct=29.7
export IMPL_slew_headroom_pct=22.1
export IMPL_yosysWarnings=2
export IMPL_stdcell_count=6225
export IMPL_cap_violations=0
export IMPL_firstDrtPassIters=8
export IMPL_cts_clk_slew_worst_paths_ps=60
export IMPL_drv_slew=0
export IMPL_grt_max_degree=123
export IMPL_hold_violations=0
export IMPL_setup_ws_ps=639
export IMPL_postSynthAreaPerCell_sq_um=11.6
export IMPL_grt_pass1_wl_microns=353000
export IMPL_use_met3_pct=24.4
export IMPL_gp_congestion=1.06
export IMPL_vias=44100
export IMPL_worstSetupEndpointType="output port"
export IMPL_clock_path_buffers=3
export IMPL_track_usage_pct=40.8
export IMPL_die_w_microns=360
export IMPL_synthDistinctLibCells=69
export IMPL_numSynthFlops=1024
export IMPL_synth_top_cell_by_area="dfrtp_1"
export IMPL_fp_util_pct=40.6
export IMPL_synth_top_cell_area_share_pct=50.0
export IMPL_grt_pass1_vias=43700
export IMPL_skew_ps=0
export IMPL_p_switching_w=0.00443
export IMPL_cts_root_buf="clkbuf_16"
export IMPL_cts_made_buffers=112
export IMPL_p_clk_share_pct=35.2
export IMPL_startpoint="read_register2[4]"
export IMPL_finalClockPeriodUsage_pct=92.4
export IMPL_rows=130
export IMPL_wire_per_inst_microns=41.1
export IMPL_clk_latency_ps=770
export IMPL_pre_cts_ws_ps=895
export IMPL_cts_repair_resized=0
export IMPL_intPower_w=0.0105
export IMPL_worstHoldStart="register11.data[25]"
export IMPL_cts_tree="yes"
export IMPL_power_density_nw_per_um2=252
export IMPL_die_height_microns=360
export IMPL_ant_nets=0
export IMPL_clkSinkCount=1024
export IMPL_openroad_warnings=45
export IMPL_comb_power_share_pct=15.1
export IMPL_min_path_type="flip-flop to flip-flop"
export IMPL_grtUsageMet1_pct=51.7
export IMPL_final_area_sq_um=59100
export IMPL_place_inst=6006
export IMPL_drtIter0Drc=5532
export IMPL_yosysMostFrequentCell="dfrtp_1"
export IMPL_cp_required_ps=6720
export IMPL_critical_path_class="input pin to output port"
export IMPL_grt_ovfl_total=0
export IMPL_dpl_cell_area_sq_um=55200
export IMPL_synth_cells=4406
export IMPL_syn_to_final_growth_pct=15.4
export IMPL_critPathLaunchType="input pin"
export IMPL_yosys_stat_cells=4406
export IMPL_antenna_found_initial=9
export IMPL_drt_wl_total_microns=256000
export IMPL_synth_cell_area_sq_um=51200
export IMPL_synth_cells_most_frequent="dfrtp_1 (1024), mux2_2 (995), a22oi_1 (844)"
export IMPL_fmax_mhz=129
export IMPL_setup_viol=0
export IMPL_drive_above_1_share_pct=33.9
export IMPL_seqPwrFrac_pct=49.7
export IMPL_ys_area_sq_um=51200
## cells in the final DEF (no fill, tap or decap), drive strengths merged, types with 15 or more instances in the layout
cell           count
a22oi            844
nand4             89
a221oi            15
nand2            339
o21ai             19
nor2             179
nor3              43
clkdlybuf4s50    113
nor4              57
a22o              22
nand3             61
dfrtp           1024
clkbuf           158
mux2            1032
clkinv            28
a222oi            24
buf              257
a21oi             84
## stage by stage
step | utilization, % | hold WS [ps]
2_1_floorplan | - | 476
3_3_place_gp | 43.7 | 499
3_5_place_dp | 43.7 | 509
4_1_cts | 46.8 | 519
5_1_grt | 46.8 | 533
6_report | 46.8 | 519
## power by group through the flow
stage / logic (W) / clock network, W / registers (W)
5_1_grt: 0.00242 / 0.00545 / 0.00751
4_1_cts: 0.00223 / 0.00527 / 0.00734
6_report: 0.00226 / 0.00524 / 0.00740
## critical path: stages
cell,delay (ps)
clkdlybuf4s50_1,1110
or3b_1,690
nor2_4,810
buf_4,510
a22oi_1,160
nand4_1,140
a211oi_1,90
a21oi_1,320
clkdlybuf4s50_1,520
## final cells by class
cell class | instances | area, sq um
diodes | 9 | 22.5
clock buffers | 158 | 3230
clock inverters | 52 | 652
fillers | 11300 | 67100
inverters | 7 | 30.0
multi-input cells | 2955 | 24200
flip-flops and latches | 1024 | 25600
well taps | 1650 | 2060
repair buffers | 370 | 3310
## cell families (layout without fill, tap and decap cells)
family | after synthesis | count (layout) | share of synthesized area, %
AND-OR/OR-AND | 1059 | 1059 | 15.3
multiplexers | 1044 | 1044 | 22.9
flip-flops | 1024 | 1024 | 50.0
AND/OR/NAND/NOR | 848 | 848 | 7.82
buffers and inverters | 427 | 587 | 3.83
adder cells (fa/ha/maj) | 2 | 2 | 0.0489
XOR/XNOR | 2 | 2 | 0.0489
other | 0 | 9 | 0
## path summary, 6_finish.rpt
path / slack [ps] / cells after the start / endpoint
worst min-delay path: 520 / 1 / register11.data[25]
max in group asynchronous: 5110 / 4 / register4.data[9]
worst min register to register: 520 / 1 / register11.data[25]
worst max-delay path: 640 / 9 / read_data2[6]
worst max register to register: 7410 / 1 / register29.data[24]
min in group asynchronous: 1410 / 2 / register9.data[1]
## per-layer routing
layer / wire [microns] / share of wire, % / vias to the layer above
li1: - / - / 16900
met1: 90800 / 35 / 22100
met2: 103000 / 40 / 3753
met3: 42200 / 16 / 1288
met4: 19900 / 7.8 / 18
met5: 341 / 0.13 / -
Power is estimated from default activity; no workload was simulated.
