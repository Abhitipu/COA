## flow/config.mk

```make
export PLATFORM = sky130hd
export DESIGN_NAME = CLA16Ripple
export DESIGN_NICKNAME = CLA16Ripple
export VERILOG_FILES = /design/flow/design.v
export SDC_FILE = /design/flow/constraint.sdc
export NUM_CORES = 4
export LEC_CHECK = 1
export CORE_AREA = 10 10 70 70
export DIE_AREA = 0 0 80 80
```

## flow/constraint.sdc

```tcl
current_design CLA16Ripple

set clk_period 7.2
set clk_io_pct 0.2

create_clock -name clk0 -period $clk_period

set non_clock_inputs [all_inputs -no_clocks]
set_input_delay [expr $clk_period * $clk_io_pct] -clock clk0 $non_clock_inputs
set_output_delay [expr $clk_period * $clk_io_pct] -clock clk0 [all_outputs]
```

## flow/design.v

```verilog
`timescale 1ns/1ns
`timescale 1ns/1ns
`timescale 1ns/1ns
module SE(p, cin, sum);
    input[3:0]  p, cin;
    output[3:0] sum;
    assign sum = p^cin;
endmodule
`timescale 1ns/1ns
`timescale 1ns/1ns
module PG_Generator(A, B, P, G);
	output[3:0] P, G;
	input[3:0] A, B;
	assign P = A^B;
	assign G = A&B;
endmodule  
module Carry_Forward_Generator(A, B, C0, Cout, P);
	input[3:0] A, B;
	input C0;
	output[3:0] Cout, P;
	wire[3:0] G;
	PG_Generator pggen(A, B, P, G);
	assign Cout[0] = G[0] | P[0]&C0;
	assign Cout[1] = G[1] | P[1]&G[0] | P[1]&P[0]&C0;		
	assign Cout[2] = G[2] | P[2]&G[1] | P[2]&P[1]&G[0] | P[2]&P[1]&P[0]&C0;	
	assign Cout[3] = G[3] | P[3]&G[2] | P[3]&P[2]&G[1] | P[3]&P[2]&P[1]&G[0] | P[3]&P[2]&P[1]&P[0]&C0;
endmodule  
module CLA4(A, B, C0, Cout, S);
        input[3:0] A, B;
        input C0;
        output Cout;
        output[3:0] S;
        wire[3:0] Carry, P;
	Carry_Forward_Generator cgen(A, B, C0, Carry, P);	
        wire[3:0] Cin;
        assign Cin = {Carry[2:0], C0};
        SE getsum(P, Cin, S);
        assign Cout = Carry[3];
endmodule
module CLA16Ripple(A, B, C0, S, Cout);
    input[15:0] A, B;
    input C0;
    output[15:0] S;
    output Cout;
    wire[15:0] Carry;
    CLA4 cla1(A[3:0], B[3:0], C0, Carry[3], S[3:0]);
    CLA4 cla2(A[7:4], B[7:4], Carry[3], Carry[7], S[7:4]);
    CLA4 cla3(A[11:8], B[11:8], Carry[7], Carry[11], S[11:8]);
    CLA4 cla4(A[15:12], B[15:12], Carry[11], Carry[15], S[15:12]);
    assign Cout = Carry[15];
endmodule
```

## flow/run.sh

```bash
#!/bin/bash
# OpenROAD 26Q1-2900-gdf79404cd8, Yosys 0.63+post, stock flow scripts
make -C /OpenROAD-flow-scripts/flow DESIGN_CONFIG=/design/flow/config.mk WORK_HOME=/design/flow/orfs finish
```

==> qor.csv <==
stage,metric,value,unit
drt,drt-initial-drc-count,10,
global_route,grt_max_degree,9,
worst_setup_path,cp_data_arrival_time,4250,ps
clocking,cts_resized,0,
flow_run,stage_log_warnings,32,
floorplanning,die.size.y,80,um
pwr,p_int,76.24,uW
pwr,p_sw,41.74,uW
pwr,p_comb_frac,1.000,
synthesis,synth.top_cell.area_share,0.2636,
cells_and_area,fin_util,0.3846,
drt,antenna_cells,0,
drt,dr_total_vias,880,
synthesis,yosys_warnings,0,
worst_setup_path,end_kind,output pin,
floorplanning,ios,50,
synthesis,synth_seq_share,0,
flow_run,drv_cap,0,
cells_and_area,syn_to_final_growth,72.98,%
pwr,power.share.sequential,0,
clocking,postCtsHoldBufs,0,
synthesis,synth_cells,90,
worst_setup_path,crit_fanout,3,
pwr,ir_drop,0.03499,mV
cells_and_area,drive_gt1_frac,0.04317,
final_timing,rsz0062_at_grt,no,
global_route,grt_pass1_wl,3850,um
worst_setup_path,crit_path_start_kind,input port,
cells_and_area,comb_area,737.0,um^2
pwr,p_sw_frac,0.3538,
synthesis,yosysUniqueCellTypes,37,
cells_and_area,fill_cells,363,
global_route,grt_pass1_vias,911,
final_timing,worst_pin_slew,321.1,ps
final_timing,max_slew_margin,0.7859,
global_route,antenna_found_initial,0,
hold_path,hp-class,input port to output pin,
placement,gp_congestion,0.8119,
global_route,grt_usage,0.07005,
drt,first_pass_iters,4,
cells_and_area,stdcell_count,185,
floorplanning,row_count,21,
synthesis,synthTopCellsByArea,"ha_1, fa_1, a21o_1",
placement,post-dp-hpwl,2151,um
floorplanning,fp_util,0.2223,
global_route,grt_busiest_layer,met2,
pwr,p_per_area,89.81,nW/um^2
drt,drc,0,
synthesis,common_cells,"ha_1, a21o_1, a21oi_1",
drt,avgViaCountPerCell,4.757,
drt,drtAntennaViolNets,0,
floorplanning,coreArea,3416,um^2
final_timing,max_freq,175.9,MHz
clocking,post-cts-setup-buffers,0,
drt,wire_per_inst,12.85,um
pwr,p_clk_frac,0,
final_timing,hold_viol,0,
placement,port_buffers,50,
final_timing,tns,0,ps
final_timing,finalClockPeriodUsage,0.7896,
floorplanning,die_w,80,um
placement,dp.cells,185,
final_timing,slew_viol_final,0,
drt,wirelength,2377,um
synthesis,ys_area,759.5,um^2
hold_path,hold_depth,4,
final_timing,setup_violations,0,
worst_setup_path,crit_type,input port to output pin,
worst_setup_path,required,5760,ps
cells_and_area,clkbuf_count,0,
global_route,use_met2,0.1140,
synthesis,yosysCellCount,90,
pwr,leakage,0.0005606,uW
synthesis,synth.most_common_cell,ha_1,
final_timing,period_needed,5685,ps
global_route,met1_usage,0.08818,
global_route,overflow,0,
global_route,met3_usage,0.03182,
synthesis,yosys.area.top_type,ha_1,
synthesis,syn_area,759.5,um^2
status,outcome,"finished, final reports clean",
cells_and_area,regArea,0,um^2
final_timing,hold_slack,3964,ps
cells_and_area,seq_cell_count,0,
pwr,power,118.0,uW
synthesis,syn-mean-instance-area,8.439,um^2
floorplanning,die_area,6400,um^2
[power groups by stage]
stage,Combinational (uW),Sequential [uW],Clock [uW]
4_1_cts,121,0,0
5_1_grt,132,0,0
6_report,118,0,0
[critical path: stages]
cell and delay [ps]:
clkdlybuf4s50_1 430, ha_1 340, a211oi_2 260, o21ai_1 140, a41oi_2 250, a21oi_1 150
or2_1 240, fa_1 370, xor2_1 140, clkdlybuf4s50_1 490
[stage by stage]
stage / setup WS [ps] / cell area, um^2
after global placement: 1560 / 1314
after detailed placement: 1520 / 1314
after floorplan: 2608 / 759.5
after CTS: 1500 / 1314
after global routing: 1381 / 1314
final: 1515 / 1314
[routing by layer]
metal	share of wire	routed length, um
met1	0.46	1095
met2	0.42	995
met4	0	0
met5	0	0
met3	0.12	286
[placed cells by master (no fill, tap or decap), types with 2 or more instances in the layout]
master           count
nand3_1              3
nor3_1               2
a31oi_1              2
a21o_1               7
a21oi_1              7
o211ai_1             2
xnor2_1              3
inv_1                5
o21ai_1              2
nand4_1              2
xor2_1               6
nand2_1              6
fa_1                 4
ha_1                16
clkdlybuf4s50_1     50
[final cells by class]
type,count,share of cell area
inverters,5,0.01429
multi-input cells,84,0.5610
well taps,46,0.04381
repair buffers,50,0.3810
[final timing paths]
check,startpoint,to,slack [ps]
setup / recovery,A[0],S[13],1510
hold / removal,B[2],S[2],3960
[logic make-up (layout without fill, tap and decap cells)]
kind of cell               Yosys count  count (layout)  synth area share
adders and majority gates           20              20            0.3690
muxes                                1               1           0.01318
xor gates and xnor gates             9               9            0.1038
and+or+nand+nor                     21              21            0.1483
AOI/OAI and AO/OA                   33              33            0.3361
buffers and inverters                6              55           0.02965
Power is estimated from default activity; no workload was simulated.
