==> design.v <==
module Mux7To1 (
        input[31:0] i_a,
        input[31:0] i_b,
        input[31:0] i_c,
        input[31:0] i_d,
        input[31:0] i_e,
        input[31:0] i_f,
        input[31:0] i_g,
        input[3:0] i_sel,
        output reg[31:0] o
    );
    always @(*) begin
        case (i_sel)
            0: o = i_a;
            1: o = i_b;
            2: o = i_c;
            3: o = i_d;
            4: o = i_e;
            5: o = i_f;
            6: o = i_g;
            default: o = i_a;
        endcase
    end
endmodule
==> run.sh <==
#!/bin/bash
# OpenROAD 26Q1-2900-gdf79404cd8, Yosys 0.63+post, stock flow scripts
make -C /OpenROAD-flow-scripts/flow DESIGN_CONFIG=/design/flow/config.mk WORK_HOME=/design/flow/orfs finish
==> config.mk <==
export PLATFORM = sky130hd
export DESIGN_NAME = Mux7To1
export DESIGN_NICKNAME = Mux7To1
export VERILOG_FILES = /design/flow/design.v
export SDC_FILE = /design/flow/constraint.sdc
export NUM_CORES = 4
export LEC_CHECK = 1
export CORE_AREA = 10 10 108 108
export DIE_AREA = 0 0 118 118
==> constraint.sdc <==
current_design Mux7To1

set clk_period 10.1
set clk_io_pct 0.2

create_clock -name clk0 -period $clk_period

set non_clock_inputs [all_inputs -no_clocks]
set_input_delay [expr $clk_period * $clk_io_pct] -clock clk0 $non_clock_inputs
set_output_delay [expr $clk_period * $clk_io_pct] -clock clk0 [all_outputs]
==> flow_summary.rst <==
Run summary
-----------

.. list-table::
   :header-rows: 1

   * - Metric
     - Value
   * - Outcome
     - finished clean
   * - Largest net degree at the start of global routing
     - approximately 96
   * - Fraction of the yosys area taken by sequential cells
     - 0%
   * - Highest fanout seen on the critical path
     - 74
   * - Crit share post-route
     - 64.6%
   * - Die boundary height
     - around 120 µm
   * - Starting DRT DRC Count
     - 237
   * - Setup violation total in the final timing report
     - 0
   * - Average detailed-routed wire length per instance
     - between 20 and 25 µm
   * - Maximum achievable frequency
     - roughly 150 MHz
   * - Nature of the critical path endpoint
     - primary output
   * - Crit start category
     - input port
   * - Number of sequential cells in the layout
     - 0
   * - Ratio of routed vias to standard cells
     - about 5.2
   * - Number of hold-slack violations in the final timing report
     - 0
   * - Core Density at Floorplan
     - a little over a quarter
   * - Reported leakage power
     - 0.00171 µW
   * - Met2 Routed Length
     - ~7700 µm
   * - Gpl congestion
     - a little under 1
   * - Area leader share
     - 19.6%
   * - Power per Cell Area
     - between 40 and 50 mW/mm²
   * - PnR Total Power
     - 201 µW
   * - Synth top cell by count
     - nand3b_1
   * - Worst Path Required
     - approximately 8100 ps
   * - Total number of placement rows
     - 35
   * - Ranking of synthesized cells by area
     - nand3b_1, a221o_1, o32a_1
   * - Cell type with the largest total area after synthesis
     - nand3b_1
   * - Via count of the routed design
     - approximately 3600
   * - Number of cells in the yosys synthesis report
     - 333
   * - Wire length of the first global-routing pass
     - 22800 µm
   * - Summed negative setup slack over all endpoints
     - 0 ps
   * - Total half-perimeter wirelength after legalization and detailed placement
     - around 13000 µm
   * - Time the final worst path needs with I/O delays and setup
     - between 6000 and 7000 ps
   * - OpenROAD warning count
     - 33
   * - Post-Route M1 WL
     - 6290 µm
   * - Total of warnings raised by yosys
     - 1
   * - Layout overhead on the synthesized area
     - 103%
   * - Critical path start-end classification
     - input port to primary output
   * - Instance count of the mapped netlist
     - between 300 and 400
   * - Clock buffer cells
     - 0
   * - Die Footprint
     - ~0.014 mm²
   * - CTS resizes
     - 0
   * - Antenna violations before repair
     - 2
   * - Mapped Area
     - around 0.0025 mm²
   * - Overflow after GRT
     - 0
   * - Buffers added on ports
     - around 260
   * - Highest metal layer used by the detailed router
     - met4
   * - Max-slew violation count
     - 0
   * - Yosys stat chip area
     - 0.00245 mm²
   * - Antenna viol nets, final
     - 0
   * - Count of fill cells added during filler insertion
     - around 900
   * - Aggregate routed wire length
     - 15200 µm
   * - Share of post-route cells with drive strength above 1
     - roughly 4.4%
   * - Worst-margin pin slew
     - a little over 800 ps
   * - Quantity of hold-fixing buffers added after cts
     - 0
   * - Number of global-route vias before repair
     - approximately 3700
   * - Max capacitance violation total
     - 0
   * - GRT Util Overall
     - 20.5%
   * - Core Area
     - between 0.009 and 0.01 mm²
   * - Worst-case headroom to the max-slew limit
     - between 40% and 50%
   * - Router iterations before antenna repair
     - 5
   * - Die extent in x
     - ~120 µm
   * - Length of routed met3 wiring
     - between 1000 and 1500 µm
   * - Number of top-level pins
     - between 200 and 300
   * - Worst voltage drop across the vdd grid
     - between 0.03 and 0.04 mV
   * - Remaining DRCs
     - 0
   * - Distinct cell type count after synthesis
     - about 42
   * - Unrepaired setup endpoints after global routing
     - false
   * - Data arrival time of the worst path
     - 4510 ps
   * - Top cell types by occurrence after synthesis
     - nand3b_1, a21oi_1, clkbuf_1
   * - Worst Hold Class
     - input port to primary output
   * - Count of buffers added by post-CTS timing repair for setup
     - 0
   * - Mean instance size in the synthesized netlist
     - ~7.4 µm²
   * - Combined flip-flop and latch cell area
     - 0 µm²
logic make-up (layout without fill, tap and decap cells):
logic type | after synthesis | after routing | share of synthesized area, %
buffers and inverters | 51 | 268 | 11.3
AOI/OAI and AO/OA | 121 | 121 | 36.8
muxes | 26 | 26 | 11.2
other | 0 | 2 | 0
and+or+nand+nor | 135 | 135 | 40.7
placed cells by master, fill, tap and decap left out, types with 3 or more instances in the layout:
cell | Yosys | final
a21oi_1 | 31 | 31
o22ai_1 | 3 | 3
mux2i_1 | 15 | 15
buf_4 | 5 | 7
a211o_1 | 5 | 5
nand2b_1 | 9 | 9
a221o_1 | 18 | 18
or2b_1 | 9 | 9
a211oi_1 | 8 | 8
or2_0 | 15 | 15
mux2_2 | 11 | 11
a22oi_1 | 8 | 8
clkdlybuf4s50_1 | 0 | 257
o32a_1 | 16 | 16
and4b_1 | 8 | 8
nor4bb_1 | 9 | 9
a31oi_1 | 18 | 18
nand3b_1 | 64 | 64
o32ai_1 | 3 | 3
a21o_1 | 4 | 4
nor2_1 | 6 | 6
routing by layer:
layer / global-route usage [%] / up-vias
li1: - / 1768
met1: 25.3 / 1633
met2: 35.8 / 154
met3: 4.76 / 10
met4: 3.17 / 0
met5: 0 / -
through the flow:
step           setup WS [ps]  utilization, %  hold WS [ps]  instance area, µm²  instances
2_1_floorplan           5040               -          4110                2450        333
3_3_place_gp            3680            53.7          5000                4980        679
3_5_place_dp            3610            53.7          5000                4980        679
4_1_cts                 3600            53.7          5000                4980        679
5_1_grt                 3320            53.7          5030                4980        680
6_report                3570            53.7          4990                4990        681
critical path, cell delays in order:
cell and delay (ps):
buf_2 80, buf_4 540, nand3_1 480, and3_1 440
buf_4 250, a31oi_1 180, clkdlybuf4s50_1 490
final cells by class:
type | count | area, µm² | share of cell area (%)
inverters | 2 | 7.51 | 0.151
multi-input cells | 282 | 2180 | 43.7
repair buffers | 266 | 2640 | 52.8
diodes | 2 | 5.00 | 0.100
well taps | 129 | 161 | 3.24
path summary, 6_finish.rpt:
path	start	to	slack, ps	depth (start not counted)
setup / recovery	i_sel[0]	o[0]	3570	7
hold / removal	i_a[22]	o[22]	4990	3
power by group:
group | internal, µW | total, µW | switching (µW)
Clock | 0.0000266 | 0.0000266 | 0
Combinational | 138 | 201 | 63.6
Sequential | 0 | 0 | 0
Total | 138 | 201 | 63.6
Power figures rest on the tool's default switching activity, not on a simulated workload.
